==> design/flow/design.v <==
module Sequence_Detector_MOORE_Verilog(sequence_in,clock,reset,detector_out);
input clock;  
input reset;  
input sequence_in;  
output reg detector_out;  
parameter  Zero=3'b000,
           One=3'b001, 
           OneZero=3'b011, 
           OneZeroOne=3'b010,
           OneZeroOneOne=3'b110;
reg [2:0] current_state, next_state; 
always @(posedge clock, posedge reset)
begin
 if(reset==1) 
 current_state <= Zero; 
 else
 current_state <= next_state;
end 
always @(current_state,sequence_in)
begin
 case(current_state) 
 Zero:begin
  if(sequence_in==1)
   next_state = One;
  else
   next_state = Zero;
 end
 One:begin
  if(sequence_in==0)
   next_state = OneZero;
  else
   next_state = One;
 end
 OneZero:begin
  if(sequence_in==0)
   next_state = Zero;
  else
   next_state = OneZeroOne;
 end 
 OneZeroOne:begin
  if(sequence_in==0)
   next_state = OneZero;
  else
   next_state = OneZeroOneOne;
 end
 OneZeroOneOne:begin
  if(sequence_in==0)
   next_state = OneZero;
  else
   next_state = One;
 end
 default:next_state = Zero;
 endcase
end
always @(current_state)
begin 
 case(current_state) 
 Zero:   detector_out = 0;
 One:   detector_out = 0;
 OneZero:  detector_out = 0;
 OneZeroOne:  detector_out = 0;
 OneZeroOneOne:  detector_out = 1;
 default:  detector_out = 0;
 endcase
end 
endmodule
==> design/flow/run.sh <==
#!/bin/bash
# OpenROAD 26Q1-2900-gdf79404cd8, Yosys 0.63+post, stock flow scripts
make -C /OpenROAD-flow-scripts/flow DESIGN_CONFIG=/design/flow/config.mk WORK_HOME=/design/flow/orfs finish
==> design/flow/config.mk <==
export PLATFORM = sky130hd
export DESIGN_NAME = Sequence_Detector_MOORE_Verilog
export DESIGN_NICKNAME = Sequence_Detector_MOORE_Verilog
export VERILOG_FILES = /design/flow/design.v
export SDC_FILE = /design/flow/constraint.sdc
export NUM_CORES = 4
export LEC_CHECK = 1
export CORE_AREA = 10 10 70 70
export DIE_AREA = 0 0 80 80
==> design/flow/constraint.sdc <==
current_design Sequence_Detector_MOORE_Verilog

set clk_period 1.6
set clk_io_pct 0.2

create_clock -name clk0 -period $clk_period [get_ports {clock}]

set non_clock_inputs [all_inputs -no_clocks]
set_input_delay [expr $clk_period * $clk_io_pct] -clock clk0 $non_clock_inputs
set_output_delay [expr $clk_period * $clk_io_pct] -clock clk0 [all_outputs]
==> results.yml <==
# yosys + openroad results
power_and_ir_drop:
  p_int_uw: 244
  totalPowerFinal_uw: 307
  power_frac_comb_pct: 6.9
  p_leak_uw: 0.000111
  power_frac_seq_pct: 46.7
  p_sw_uw: 62.9
  ir_drop_uv: 249
  power_density_nw_per_um2: 1090
  p_clk_share_pct: 46.4
  switching_share_pct: 20.5
setup_path:
  r2r_cells: 1
  arrival_ns: 1.10
  worst-path-buf-inv: 1
  r2r_start: "current_state[2]$_DFF_PP0_"
  crit_slowest_cell: "clkdlybuf4s50_1"
  max_stage_delay_ns: 0.48
  cp_max_fo: 3
  ff2ff_setup_slack_ns: 0.81
  crit_type: "reg2out"
  critPathCaptureType: "primary output"
  regToRegEndpoint: "current_state[3]$_DFF_PP0_"
  required_ns: 1.28
  path_delay_family: "buffers and inverters"
  startpoint_type: "flip-flop"
  path_cells: "clkdlybuf4s50_1"
final_timing:
  finalClockSkew_ns: 0.00192
  tns_ns: 0
  max_freq_ghz: 0.706
  maxSlewHeadroom_pct: 87.3
  slew_violations: 0
  fin_crit_ns: 1.42
  fin_crit_sh_pct: 88.6
  tightest_slew_ns: 0.189
  rsz0062_at_grt: "no"
  final-hold-violation-count: 0
  setup_viol: 0
outcome:
  run_status: "complete, no violations"
synth:
  netlist_area_sq_um: 168
  synth.distinct_cells: 7
  top_cells_by_area: "dfrtp_1 60%, dfstp_2 16%, and2_1 7.5%"
  common_cells: "4 x dfrtp_1, 3 x nor2_1, 2 x and2_1"
  ys_top_logic_family: "simple AND/OR/NAND/NOR gates"
  synth_warnings: 1
  top_area_cell: "dfrtp_1"
  mux_share_pct: 0
  synthCells: 13
  postSynth.asyncResetShare_pct: 100
  ys_chip_area_sq_um: 168
  ff_type: "dfrtp_1"
  most_common_cell: "dfrtp_1"
  fa_ha_area_share_pct: 0
  syn-mean-instance-area_sq_um: 12.9
  ys_seq_share_pct: 75.4
  ys_sh_aoi_pct: 5.22
  ys_sh_xor_pct: 0
  simple_gate_area_share_pct: 17.2
  edf_count: 0
  ys_cells: 13
  top_cell_area_share_pct: 59.7
  synth-seq-cells: 5
clocking:
  cts_made_buffers: 3
  cts_setup_buffers: 0
  clk_latency_ns: 0.24
  cts_root_buffer: "clkbuf_4"
  ctsHoldBuffers: 0
  cts_num_sinks: 5
  cts_tree: "yes"
  htreeDepth: 1
  clock_path_buffers: 2
  path_clk_slew_ns: 0.04
  cts_resized: 0
routing:
  ant_nets: 0
  wl_met3_um: 59
  dr.first_iter.drc_count: 1
  drc: 0
  drt_pass1_iterations: 4
  wl_met1_um: 191
  drt_wl_total_um: 351
  viasPerCell: 1.62
  vias: 107
  routedWlPerCell_um: 5.32
  insertedDiodeCount: 0
  top_layer_used: "met3"
  met2_length_um: 100
grt:
  grt_antenna_before_repair: 0
  grt_first_pass_wirelength_um: 558
  grt_pass1_vias: 132
  grt_overflow: 0
  grt_max_degree: 6
  grt_usage_pct: 1.21
floorplan:
  core_area_sq_um: 3420
  row_count: 21
  die_w_um: 80
  die_h_um: 80
  floorplan.core_util_pct: 4.91
  io_pins: 4
  chipArea_sq_um: 6400
finish:
  syn2layout_area_growth_pct: 67.9
  final_area_sq_um: 282
  final_layout_size_suffix_gt1_share_pct: 20.0
  largest_register_ffs: 5
  top_register: "current_state"
  top_regs: "current_state (5)"
placement:
  place_area_sq_um: 255
  dp_hpwl_um: 285
  portBuffers: 3
  place_congestion: 0.656
min_path:
  hp-class: "in2async"
run:
  maxCapViolations: 0
  warnings: 25
==> worst max-delay path by stage <==
stage / from / cells after the start / end / slack (ns)
after CTS: current_state[2]$_DFF_PP0_ / 1 / detector_out / 0.16
after global routing: current_state[2]$_DFF_PP0_ / 1 / detector_out / 0.12
final: current_state[2]$_DFF_PP0_ / 1 / detector_out / 0.18
==> placed cells by master, fill, tap and decap left out <==
cell / n
dfstp_2: 1
and2_1: 2
o31a_1: 1
clkbuf_4: 3
clkdlybuf4s50_1: 3
dfrtp_1: 4
inv_1: 1
nor2_1: 3
nor3_1: 1
clkbuf_1: 1
==> final cells by class <==
| class | instances | area, sq um |
|---|---|---|
| Fill cell | 407 | 3130 |
| Sequential cell | 5 | 126 |
| Tap cell | 46 | 57.6 |
| Multi-Input combinational cell | 7 | 37.5 |
| Timing Repair Buffer | 3 | 30.0 |
| Clock buffer | 4 | 26.3 |
| Inverter | 1 | 3.75 |
==> routing by layer <==
metal,up-vias,GRT usage (%)
li1,54,-
met1,47,1.48
met2,6,1.04
met3,0,1.70
met4,0,0.352
met5,-,0
==> kinds of logic after synthesis <==
logic type             Yosys count
and+or+nand+nor                  6
buffers and inverters            1
AOI/OAI and AO/OA                1
DFF                              5
==> power by group through the flow <==
| stage | combinational (uW) | sequential, uW | clock, uW |
|---|---|---|---|
| 6_report | 21.1 | 144 | 143 |
| 5_1_grt | 23.7 | 145 | 162 |
| 4_1_cts | 21.5 | 144 | 148 |
==> per-stage QoR <==
stage | instances | util, % | setup WS, ns | hold WS [ns]
global placement | 62 | 7.47 | 0.432 | 0.465
detailed placement | 62 | 7.47 | 0.421 | 0.477
CTS | 66 | 8.24 | 0.160 | 0.287
finish | 66 | 8.24 | 0.183 | 0.292
floorplan | 13 | - | 0.848 | 0.0978
global route | 66 | 8.24 | 0.123 | 0.302
Power figures rest on the tool's default switching activity, not on a simulated workload.
